[design.v]
`timescale 1ns/1ps
module spi_slave (
    input  logic        sck,      
    input  logic        cs_n,     
    input  logic        mosi,     
    output logic        miso,     
    input  logic        clk,      
    input  logic        rst_n,    
    input  logic [31:0] tx_data,
    input  logic        tx_valid,
    output logic        tx_done,
    output logic [31:0] rx_data,
    output logic        rx_done
  );
  logic sck_synced, cs_n_synced, mosi_synced;
  assign sck_synced  = sck;
  assign cs_n_synced = cs_n;
  assign mosi_synced = mosi;
  logic sck_prev, sample_edge, shift_edge;
  logic cs_n_prev, start_edge, stop_edge;
  always_ff @(posedge clk or negedge rst_n) begin
    if (!rst_n) begin
      sck_prev <= 1'b0;
      cs_n_prev <= 1'b1;
    end else begin
      sck_prev <= sck_synced;
      cs_n_prev <= cs_n_synced;
    end
  end
  assign sample_edge = sck_synced && !sck_prev;
  assign shift_edge = !sck_synced && sck_prev;
  assign start_edge = !cs_n_synced && cs_n_prev;
  assign stop_edge = cs_n_synced && !cs_n_prev;
  logic [31:0] tx_shift_reg;
  logic tx_en;
  logic [5:0] bit_cnt;
  always_ff @(posedge clk or negedge rst_n) begin
    if (!rst_n) begin
      tx_shift_reg <= 32'b0;
      tx_en <= 1'b0;
      bit_cnt <= 6'd0;
    end else begin
      if (start_edge && tx_valid) begin
        tx_shift_reg <= tx_data;
        tx_en <= 1'b1;
        bit_cnt <= 6'd0;
      end else if (!cs_n_synced && sample_edge) begin
        rx_data <= {mosi_synced, rx_data[31:1]};
      end else if (!cs_n_synced && shift_edge && tx_en) begin
        tx_shift_reg <= {1'b0, tx_shift_reg[31:1]};
        if (bit_cnt == 6'd31) begin
          tx_en <= 1'b0;
        end else begin
          bit_cnt <= bit_cnt + 1'b1;
        end
      end else if (stop_edge) begin
        tx_en <= 1'b0;
        bit_cnt <= 6'd0;
      end
    end
  end
  assign rx_done = stop_edge;
  assign tx_done = stop_edge;
  assign miso = tx_en ? tx_shift_reg[0] : 1'b0;
endmodule
module ctrl_reg (
  input  logic    clk,
  input  logic    rst_n,
  input  logic [31:0] spi_rx_data,
  input  logic        spi_rx_done,
  output logic [31:0] spi_tx_data,
  output logic        rx_reg_valid,
  input  logic        spi_tx_done,
  output logic [15:0] tx_fifo_data,
  input  logic        tx_fifo_full,
  output logic        tx_fifo_en,
  input  logic [31:0] rx_fifo_data,
  input  logic        rx_fifo_empty,
  output logic        rx_fifo_en,
  input  logic [3:0]  state,
  output logic [15:0] baud,
  output logic [1:0] control
);
  logic [1:0] control_reg;
  logic [3:0] state_reg;
  logic [15:0] baud_reg;
  logic [31:0] rx_data_reg;
  logic [7:0] command, addr;
  logic [15:0] data;
  assign command = spi_rx_data[31:24];
  assign addr    = spi_rx_data[23:16];
  assign data    = spi_rx_data[15:0];
  typedef enum logic [7:0] {
    CONTROL = 8'h00,
    STATE = 8'h08,
    TX_DATA = 8'h10,
    RX_DATA = 8'h18,
    BAUD = 8'h20
  } addr_t;
  always_ff @(posedge clk or negedge rst_n) begin
    if (!rst_n) begin
      control_reg <= 2'b0;
      state_reg <= 4'b0;
      baud_reg <= 16'b0;
      rx_data_reg <= 32'b0;
      spi_tx_data <= 32'b0;
      rx_reg_valid <= 1'b0;
      tx_fifo_en <= 1'b0;
      rx_fifo_en <= 1'b0;
    end else begin  
      tx_fifo_en <= 1'b0;
      rx_fifo_en <= 1'b0;
      if (spi_tx_done)
        rx_reg_valid <= 1'b0;
      if (spi_rx_done) begin
        case (command)
          8'h00: begin
            case (addr)
              CONTROL: control_reg <= data[1:0];
              TX_DATA: begin
                tx_fifo_data <= data;
                tx_fifo_en <= 1'b1;
              end
              BAUD: baud_reg <= data;
            endcase
          end
          8'h01: begin
            rx_reg_valid <= 1'b1;
            case (addr)
              CONTROL: spi_tx_data <= {30'b0, control_reg};
              STATE: spi_tx_data <= {28'b0, state_reg};
              RX_DATA: begin
                spi_tx_data <= rx_data_reg;
                rx_fifo_en <= 1'b1;
              end
              BAUD: spi_tx_data <= {16'b0, baud_reg};
            endcase
          end
        endcase
      end
    end
  end
  always_ff @(posedge clk or negedge rst_n) begin
    if (!rst_n) begin
      rx_data_reg <= 32'b0;
    end else if (rx_fifo_en) begin
      rx_data_reg <= rx_fifo_empty ? 32'h0 : rx_fifo_data;
    end
  end
  assign control = control_reg;
  assign baud = baud_reg;
endmodule
module spi_ctl (
  input  logic        clk,
  input  logic        rst_n,
  input  logic        sck,       
  input  logic        cs_n,      
  input  logic        mosi,      
  output logic        miso,      
  output logic [15:0] tx_fifo_data,
  input  logic        tx_fifo_full,
  output logic        tx_fifo_en,
  input  logic [31:0] rx_fifo_data,
  input  logic        rx_fifo_empty,
  output logic        rx_fifo_en,
  input  logic [3:0]  state,
  output logic [1:0]  control,
  output logic [15:0] baud
);
  logic [31:0] spi_rx_data;
  logic        spi_rx_done;
  logic [31:0] spi_tx_data;
  logic        rx_reg_valid;
  logic        spi_tx_done;
  spi_slave spi_slave_inst (
    .sck(sck),
    .cs_n(cs_n),
    .mosi(mosi),
    .miso(miso),
    .clk(clk),
    .rst_n(rst_n),
    .rx_data(spi_rx_data),
    .rx_done(spi_rx_done),
    .tx_data(spi_tx_data),
    .tx_valid(rx_reg_valid),
    .tx_done(spi_tx_done)
  );
  ctrl_reg dut (
    .clk(clk),
    .rst_n(rst_n),
    .spi_rx_data(spi_rx_data),
    .spi_rx_done(spi_rx_done),
    .spi_tx_data(spi_tx_data),
    .rx_reg_valid(rx_reg_valid),
    .spi_tx_done(spi_tx_done),
    .tx_fifo_data(tx_fifo_data),
    .tx_fifo_full(tx_fifo_full),
    .tx_fifo_en(tx_fifo_en),
    .rx_fifo_data(rx_fifo_data),
    .rx_fifo_empty(rx_fifo_empty),
    .rx_fifo_en(rx_fifo_en),
    .state(state),
    .control(control),
    .baud(baud)
  );
endmodule
[run.sh]
#!/bin/bash
# OpenROAD 26Q1-2900-gdf79404cd8, Yosys 0.63+post, stock flow scripts
make -C /OpenROAD-flow-scripts/flow DESIGN_CONFIG=/design/flow/config.mk WORK_HOME=/design/flow/orfs finish
[config.mk]
export PLATFORM = sky130hd
export DESIGN_NAME = spi_ctl
export DESIGN_NICKNAME = spi_ctl
export VERILOG_FILES = /design/flow/design.v
export SDC_FILE = /design/flow/constraint.sdc
export NUM_CORES = 4
export LEC_CHECK = 1
export CORE_UTILIZATION = 40
[constraint.sdc]
current_design spi_ctl

set clk_period 3.3
set clk_io_pct 0.2

create_clock -name clk0 -period $clk_period [get_ports {clk}]

set non_clock_inputs [all_inputs -no_clocks]
set_input_delay [expr $clk_period * $clk_io_pct] -clock clk0 $non_clock_inputs
set_output_delay [expr $clk_period * $clk_io_pct] -clock clk0 [all_outputs]
==> run summary <==
run metrics: CTS Buf Count=9, Vias/cell=5.11, # setup viols final=0, final setup margin=0.863 ns, r2r startpoint=spi_slave_inst.rx_data[19], logic area=0.00113 sq mm, crit end category=flip-flop, most used logic cell in the final layout=dfrtp_1, Power Total=2.29 mW, yosys xor share=0%, initial antenna violation count=0, Worst-Margin Slew=0.594 ns, site row count=37, # fillers=915, Place WS=0.447 ns, Yosys warning total=between 60 and 70, most frequent cells in the layout=61 x dfrtp_1, 48 x edfxtp_1, 40 x clkdlybuf4s50_1, top area contributor share=36.0%, layout cell share with drive strength beyond 1=15.6%, Main synth FF type=dfrtp_1, TritonCTS clock tree=yes, final tally of max-slew violations=0, die area=0.0110 sq mm, Unique masters post-synth=around 45, Latency at later pin=0.36 ns, power per cell area=around 460 mW/mm^2, Post-Syn Area=0.00424 sq mm, Main logic family=AND-OR/OR-AND gates, Finished Layout Cells=475, CTS root buf=clkbuf_8, Hold Vio Cnt, Final=0, Post-Syn Instances=288, final setup TNS=0 ns, IO Port Bufs=41, fp_density=41.2%, antenna viol nets, final=0, DP Area=0.00482 sq mm, CTS resizes=0, max reg flops=32, Peak VDD IR=0.000257 V, max-cap viol count=0, unrepaired setup endpoints after global routing=false, diodes inserted=0, drt first pass iters=5, adder share=0.295%, crit-path max FO=16, clk sink count=110, Cell area leaders=dfrtp_1 36%, edfxtp_1 34%, mux2_4 4.3%, Hold Worst Slack=0.341 ns, R2R cell count=4, Arrival @ worst endpoint=2.49 ns, CP Launch Type=input pin, AND/OR/NAND/NOR Cells, Area Fraction=9.30%, Synth Seq Share=70.6%, fin crit period=2.44 ns, H-tree depth=3, Critical Path RT=about 3.4 ns, static leakage=~2.1 nW, post-layout util=48.8%, reg2reg setup slack=1.10 ns, Max-slew headroom=between 60% and 70%, pin count of the biggest net entering global routing=38, post-CTS setup buffers=0, DP HPWL=5020 um, Area Overhead vs Synth=18.2%, WL/cell=15.9 um, global-route total usage across every layer=~15%, initial DRC count=156, Post-route DRC=0, Ports=~80, min-delay worst type=in2async, Flop area=0.00299 sq mm, core area=between 0.01 and 0.015 sq mm, Mux area share=7.08%, Seq cells post-synth=110, via count=2425, ys async rst share=56.4%, max frequency=approximately 0.41 GHz, reg2reg end=dut.spi_tx_data[0], global-route wire length before repair=around 13000 um, clock buffer depth=2, Design Area, Final=0.00501 sq mm, status=finished clean, Clock transition at path regs=0.10 ns, routability cong.=0.805, die width=105 um, Worst Skew=0.0124 ns, dpl cells=460, Syn Area/Cell=around 15 sq um, Hold-fix buffers, CTS=0, yosys stat area=between 0.004 and 0.005 sq mm, final WL=roughly 7600 um, aoi share=9.45%, ys cells=between 200 and 300, Worst Path Class, Setup=in2reg, number of global-route vias before repair=around 2400, grt total ovfl=0, Yosys top cell by area=dfrtp_1, EDFF count, synth=48, warning total across the stage logs=between 60 and 70, final worst path period share=73.9%, Die Y=105 um
cell families after synthesis:
group                      Yosys count
muxes                               23
buffers and inverters               30
AOI/OAI and AO/OA                   60
DFF                                110
and+or+nand+nor                     64
adders and majority gates            1
worst max-delay path: stages:
cell and delay (ns):
clkdlybuf4s50_1 0.69, or2b_1 0.35, nor2_1 0.18, and4_1 0.24, and2_1 0.13, buf_4 0.24
cell usage after synthesis, types with 2 or more instances:
master	number
nand3_1	6
o21ai_0	21
dfrtp_1	61
o21ai_1	10
o22a_1	2
mux2_4	12
a222oi_1	14
buf_6	3
inv_1	18
and3_1	3
buf_2	2
nand3b_1	2
nor3b_1	2
a22o_1	3
and2_1	3
mux2i_1	3
nand2_1	21
nor3_1	3
mux2_2	8
clkbuf_1	7
a21oi_1	6
nor2_1	7
edfxtp_1	48
and4_1	2
worst max path at each step:
stage,start,to,depth (start not counted)
after CTS,cs_n,dut.tx_fifo_data[5],6
after global routing,cs_n,dut.tx_fifo_data[2],6
final,cs_n,dut.tx_fifo_data[2],6
final cells by class:
type | instances | share of cell area, %
multi-input cells | 148 | 22.5
inverters | 18 | 1.35
repair buffers | 48 | 9.14
clock buffers | 9 | 2.47
flip-flops and latches | 110 | 59.7
well taps | 136 | 3.39
clock inverters | 6 | 1.42
report_power, final:
group / switching [mW] / internal, mW
Sequential: 0.00816 / 1.44
Clock: 0.450 / 0.354
Combinational: 0.0295 / 0.0127
per-layer routing:
layer	global-route usage (%)	vias up	share of wire, %
met2	21.4	48	44
met5	0	-	0
li1	-	1162	-
met3	4.13	10	5.7
met4	1.91	0	1.6
met1	26.6	1205	48
No activity file was given, so power comes from the tool's default toggle rates.
