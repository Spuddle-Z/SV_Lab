==> flow/design.v <==
module baud_gen (
  input  logic  clk,     
  input  logic  rst_n,   
  input  logic [15:0] baud_divisor,  
  output logic  baud_tick    
);
  logic [15:0] counter;  
  always_ff @(posedge clk or negedge rst_n) begin
    if (!rst_n) begin
      counter <= 16'b0;
    end else begin
      if (counter >= baud_divisor) begin
        counter <= 16'b0;
      end else begin
        counter <= counter + 16'b1;
      end
    end
  end
  always_ff @(posedge clk or negedge rst_n) begin
    if (!rst_n) begin
      baud_tick <= 1'b0;
    end else begin
      baud_tick <= (counter >= baud_divisor);
    end
  end
endmodule
module uart_tx (
  input  logic clk,
  input  logic rst_n,
  input  logic tx_valid,       
  input  logic [7:0] tx_data,  
  output logic tx,             
  output logic tx_busy,        
  input  logic baud_tick
);
  typedef enum logic [1:0] { IDLE, START, DATA, STOP } tx_state_t;
  tx_state_t tx_state;  
  logic [3:0] tick_counter;  
  logic [2:0] bit_counter;   
  logic [7:0] tx_data_reg;   
  always_ff @(posedge clk or negedge rst_n) begin
    if (!rst_n) begin
      tick_counter <= 4'b0;
    end else if (baud_tick) begin
      if (tick_counter == 4'd15) begin
        tick_counter <= 4'b0;
      end else begin
        tick_counter <= tick_counter + 1;
      end
    end
  end
  always_ff @(posedge clk or negedge rst_n) begin
    if (!rst_n) begin
      tx_state <= IDLE;
      bit_counter <= 3'b0;
    end else begin
      case (tx_state)
        IDLE: begin
          if (tx_valid) begin
            tx_state <= START;
            tx_data_reg <= tx_data;
            tick_counter <= 4'b0;
          end
        end
        START: begin
          if (baud_tick && tick_counter == 4'd15) begin
            tx_state <= DATA;
          end
        end
        DATA: begin
          if (baud_tick && tick_counter == 4'd15) begin
            if (bit_counter == 3'd7) begin
              bit_counter <= 3'b0;
              tx_state <= STOP;
            end else begin
              bit_counter <= bit_counter + 1;
            end
          end
        end
        STOP: begin
          if (baud_tick && tick_counter == 4'd15) begin
            tx_state <= IDLE;
          end
        end
      endcase
    end
  end
  always_comb begin
    case (tx_state)
      IDLE: begin
        tx = 1'b1;
        tx_busy = tx_valid ? 1'b1 : 1'b0;
      end
      START: begin
        tx = 1'b0;
        tx_busy = 1'b1;
      end
      DATA: begin
        tx = tx_data_reg[bit_counter];
        tx_busy = 1'b1;
      end
      STOP: begin
        tx = 1'b1;
        tx_busy = 1'b1;
      end
    endcase
  end
endmodule
module uart_rx (
  input  logic clk,
  input  logic rst_n,
  input  logic rx,
  output logic rx_done,
  output logic [7:0] rx_data,
  input  logic baud_tick
);
  typedef enum logic [1:0] { IDLE, START, DATA, STOP } rx_state_t;
  rx_state_t rx_state;
  logic [2:0] bit_counter;
  logic [3:0] tick_counter;
  logic rx_sync;
  always_ff @(posedge clk or negedge rst_n) begin
    if (!rst_n) begin
      rx_sync <= 1'b1;
    end else begin
      rx_sync <= rx;
    end
  end
  always_ff @(posedge clk or negedge rst_n) begin
    if (!rst_n) begin
      tick_counter <= 4'b0;
    end else if (baud_tick) begin
      if (tick_counter == 4'd15) begin
        tick_counter <= 4'b0;
      end else begin
        tick_counter <= tick_counter + 1;
      end
    end
  end
  always_ff @(posedge clk or negedge rst_n) begin
    if (!rst_n) begin
      rx_state <= IDLE;
      bit_counter <= 3'b0;
      rx_done <= 1'b0;
      rx_data <= 8'b0;
    end else begin
      rx_done <= 1'b0;
      if (baud_tick) begin
        case (rx_state)
          IDLE: begin
            if (rx_sync == 1'b0) begin   
              rx_state <= START;
              tick_counter <= 4'b0;
            end
          end
          START: begin
            if (tick_counter == 4'd7) begin  
              if (rx_sync == 1'b0) begin   
                rx_state <= DATA;
                bit_counter <= 3'b0;
                tick_counter <= 4'b0;
              end else begin   
                rx_state <= IDLE;
              end
            end
          end
          DATA: begin
            if (tick_counter == 4'd15) begin
              rx_data[bit_counter] <= rx_sync;
              if (bit_counter == 3'd7) begin
                rx_state <= STOP;
              end else begin
                bit_counter <= bit_counter + 1;
              end
            end
          end
          STOP: begin
            if (tick_counter == 4'd15) begin
              rx_done <= 1'b1;
              rx_state <= IDLE;
            end
          end
        endcase
      end
    end
  end
endmodule
module uart_ctl (
  input logic clk,
  input logic rst_n,
  input logic [15:0] baud_divisor,
  output logic [3:0] state,
  input logic rx,
  output logic tx,
  input logic [127:0] tx_data,
  input logic data_valid,
  output logic tx_done,
  output logic [31:0] rx_data,
  input logic rx_full,
  output logic rx_fifo_en
);
  logic baud_tick;
  logic tx_valid, tx_busy, rx_done;
  logic [7:0] tx_byte, rx_byte;
  typedef enum logic [1:0] { TX_IDLE, TX_SEND, TX_END } tx_state_t;
  typedef enum logic [1:0] { RX_IDLE, RX_RECV, RX_END } rx_state_t;
  baud_gen baud_gen_inst (
    .clk(clk),
    .rst_n(rst_n),
    .baud_divisor(baud_divisor),
    .baud_tick(baud_tick)
  );
  uart_tx uart_tx_inst (
    .clk(clk),
    .rst_n(rst_n),
    .tx_valid(tx_valid),
    .tx_data(tx_byte),
    .tx(tx),
    .tx_busy(tx_busy),
    .baud_tick(baud_tick)
  );
  uart_rx uart_rx_inst (
    .clk(clk),
    .rst_n(rst_n),
    .rx_done(rx_done),
    .rx(rx),
    .rx_data(rx_byte),
    .baud_tick(baud_tick)
  );
  tx_state_t tx_state;
  rx_state_t rx_state;
  logic [127:0] tx_data_reg;
  logic [4:0]   tx_byte_idx;  
  logic [31:0] rx_data_reg;
  logic [1:0] rx_byte_count;
  always_ff @(posedge clk or negedge rst_n) begin
    if (!rst_n) begin
      tx_state    <= TX_IDLE;
      tx_valid    <= 1'b0;
      tx_data_reg <= '0;
      tx_byte_idx <= '0;
      tx_byte     <= 8'h00;
      tx_done     <= 1'b0;
    end else begin
      tx_valid <= 1'b0;  
      tx_done  <= 1'b0;
      case (tx_state)
        TX_IDLE: begin
          if (data_valid) begin
            tx_data_reg <= tx_data;
            tx_byte_idx <= 5'd0;
            tx_state    <= TX_SEND;
          end
        end
        TX_SEND: begin
          if (!tx_busy) begin
            tx_byte  <= tx_data_reg[8*tx_byte_idx +: 8];
            tx_valid <= 1'b1;  
            if (tx_byte_idx == 5'd15) begin
              tx_state <= TX_END;  
            end else begin
              tx_byte_idx <= tx_byte_idx + 1'b1;
              tx_state    <= TX_SEND;  
            end
          end
        end
        TX_END: begin
          if (!tx_busy) begin
            tx_done  <= 1'b1;  
            tx_state <= TX_IDLE;
          end
        end
      endcase
    end
  end
  always_ff @(posedge clk or negedge rst_n) begin
    if (!rst_n) begin
        rx_state <= RX_RECV;
        rx_data_reg <= 32'b0;
        rx_byte_count <= 2'b0;
        rx_fifo_en <= 1'b0;
        rx_data <= 32'b0;
    end else begin
      rx_fifo_en <= 1'b0;
      case (rx_state)
        RX_RECV: begin
          if (rx_done) begin
            case (rx_byte_count)
              2'd0: rx_data_reg[7:0] <= rx_byte;
              2'd1: rx_data_reg[15:8] <= rx_byte;
              2'd2: rx_data_reg[23:16] <= rx_byte;
              2'd3: rx_data_reg[31:24] <= rx_byte;
            endcase
            if (rx_byte_count == 2'd3) begin
              rx_byte_count <= 2'd0;
              rx_state <= RX_END;
            end else begin
              rx_byte_count <= rx_byte_count + 1'b1;
            end
          end
        end
        RX_END: begin
          rx_data <= rx_data_reg;
          rx_fifo_en <= 1'b1;
          rx_state <= RX_RECV;
        end
      endcase
    end
  end
  assign state = {tx_state, rx_state};
endmodule
==> flow/run.sh <==
#!/bin/bash
# OpenROAD 26Q1-2900-gdf79404cd8, Yosys 0.63+post, stock flow scripts
make -C /OpenROAD-flow-scripts/flow DESIGN_CONFIG=/design/flow/config.mk WORK_HOME=/design/flow/orfs finish
==> flow/config.mk <==
export PLATFORM = sky130hd
export DESIGN_NAME = uart_ctl
export DESIGN_NICKNAME = uart_ctl
export VERILOG_FILES = /design/flow/design.v
export SDC_FILE = /design/flow/constraint.sdc
export NUM_CORES = 4
export LEC_CHECK = 1
export CORE_AREA = 10 10 85 85
export DIE_AREA = 0 0 95 95
==> flow/constraint.sdc <==
current_design uart_ctl

set clk_period 2.1
set clk_io_pct 0.2

create_clock -name clk0 -period $clk_period [get_ports {clk}]

set non_clock_inputs [all_inputs -no_clocks]
set_input_delay [expr $clk_period * $clk_io_pct] -clock clk0 $non_clock_inputs
set_output_delay [expr $clk_period * $clk_io_pct] -clock clk0 [all_outputs]
==> impl_metrics.env <==
# implementation run metrics
export IMPL_fin_ws_ns=0.266
export IMPL_grt_max_degree=15
export IMPL_critPathCaptureType="register"
export IMPL_dp_slack_ns=0.279
export IMPL_die_w_microns=95
export IMPL_io_buffers=9
export IMPL_p_total_mw=1.00
export IMPL_p_seq_share_pct=42.3
export IMPL_layout_drive_gt1_share_pct=12.5
export IMPL_area_leaders="dfrtp_1, buf_4, dfstp_2"
export IMPL_post_dp_hpwl_mm=1.21
export IMPL_power_density_nw_per_um2=1030
export IMPL_synth_flops=14
export IMPL_vias=490
export IMPL_ys_cells=84
export IMPL_slew_headroom_pct=58.0
export IMPL_drc=0
export IMPL_cp_arrival_ns=1.96
export IMPL_drtIter0Drc=28
export IMPL_ys_warn_count=20
export IMPL_cts_tree="done"
export IMPL_p_sw_mw=0.332
export IMPL_cts_resized=0
export IMPL_seq_area_sq_um=353
export IMPL_first_pass_iters=2
export IMPL_cap_viol_max_count=0
export IMPL_cp_max_fo=4
export IMPL_final_cell_area_sq_um=967
export IMPL_clock_sinks=14
export IMPL_antennaDiodeCount=0
export IMPL_fp_utilization_pct=15.8
export IMPL_yosysTopAreaCellShare_pct=34.7
export IMPL_insertion_delay_ns=0.24
export IMPL_fin_hold_ws_ns=0.511
export IMPL_leakagePower_nw=0.480
export IMPL_coreArea_sq_um=5470
export IMPL_placed_area_sq_um=922
export IMPL_pwr_share_clk_pct=22.2
export IMPL_yosys_area_sq_um=866
export IMPL_hold_path_class="reg2reg"
export IMPL_cts_root_buf="clkbuf_8"
export IMPL_clk_transition_reported_paths_ns=0.06
export IMPL_pwr_share_comb_pct=35.5
export IMPL_status="completed"
export IMPL_clock_skew_ns=0.00657
export IMPL_critPathKind="reg2reg"
export IMPL_yosys_cell_types_count=27
export IMPL_tns_ns=0
export IMPL_post_drt_wl_per_cell_microns=9.04
export IMPL_start_kind="register"
export IMPL_routabilityCongestion=0.706
export IMPL_die_area_sq_um=9030
export IMPL_rsz0062_at_grt="false"
export IMPL_ant_nets=0
export IMPL_cts_setup_buffers=0
export IMPL_finalWirelength_mm=1.52
export IMPL_logic_area_sq_um=370
export IMPL_grtUsageTotal_pct=3.18
export IMPL_p_sw_share_pct=33.2
export IMPL_avgSynthCellArea_sq_um=10.3
export IMPL_synth_seq_share_pct=40.8
export IMPL_numCtsBuffers=3
export IMPL_area_growth_syn_to_layout_pct=11.7
export IMPL_syn_area_sq_um=866
export IMPL_hold_violations=0
export IMPL_top_area_cell="dfrtp_1"
export IMPL_h_tree_depth=1
export IMPL_nFillCells=615
export IMPL_clockBufferDepth=2
export IMPL_std_cell_rows=27
export IMPL_die_h_microns=95
export IMPL_io_pins=188
export IMPL_avgViaCountPerCell=2.92
export IMPL_ctsHoldBuffers=0
export IMPL_grt_pass1_wl_mm=2.49
export IMPL_worstMarginPinSlew_ns=0.628
export IMPL_post_route_period_util_pct=87.4
export IMPL_period_needed_ns=1.83
export IMPL_netlist_instances=84
export IMPL_grt_pass1_vias=576
export IMPL_setup_violations_final=0
export IMPL_p_int_mw=0.669
export IMPL_slew_violations=0
export IMPL_cp_required_ns=2.23
export IMPL_ir_drop_v=0.000346
export IMPL_antenna_found_initial=0
export IMPL_globalRouteOverflowTotal=0
export IMPL_clock_fmax_mhz=545
export IMPL_warnings=171
[per-layer routing]
metal,global-route usage [%],part of all wire [%]
met5,0,0
met4,0.748,0.92
met3,0.401,5.8
met2,5.26,46
met1,4.33,47
[synth_stat cells]
cell and count:
nand2b_1 1, nor3b_1 1, o22ai_1 3, buf_4 32, and3_1 1, nor4b_4 2, nand3_1 1, nand2_1 1
nor2b_1 2, nor2_1 2, dfstp_2 2, o21ai_1 1, and2b_2 1, mux2i_1 1, inv_1 5, or2_2 1
and2_1 2, and3_2 1, a211o_1 1, a21o_2 1, dfrtp_1 12, nor3_1 1, xnor2_1 1, conb_1 1
ha_1 2, a21oi_1 4, o21a_2 1
[worst max-delay path, stage by stage, from the launching register on]
cell and delay, ns:
dfrtp_1 0.41, ha_1 0.23, and3_1 0.16, ha_1 0.23
nor4b_4 0.30, o21ai_1 0.10, a211o_1 0.29
[power by group through the flow]
stage	Clock [mW]	Combinational [mW]	Sequential (mW)
global route	0.244	0.415	0.432
CTS	0.233	0.360	0.424
finish	0.222	0.355	0.423
[cells by family (layout without fill, tap and decap cells)]
logic type / after synthesis / count (layout) / share of synthesized area, %
buffers and inverters: 37 / 18 / 29.9
AND/OR/NAND/NOR: 17 / 17 / 15.8
flip-flops: 14 / 14 / 40.8
AND-OR/OR-AND: 11 / 11 / 8.09
adder cells (fa/ha/maj): 2 / 2 / 2.89
other: 1 / 32 / 0.433
XOR/XNOR: 1 / 1 / 1.01
multiplexers: 1 / 1 / 1.16
[path summary, 6_finish.rpt]
kind | cells past startpoint | slack, ns | end | startpoint
max in group asynchronous | 1 | 1.12 | rx_state[1]$_DFFE_PN0P_ | rst_n
hold reg to reg | 2 | 0.51 | tx_byte_idx[4]$_DFFE_PN0P_ | tx_byte_idx[4]$_DFFE_PN0P_
setup / recovery | 6 | 0.27 | tx_byte_idx[2]$_DFFE_PN0P_ | tx_byte_idx[0]$_DFFE_PN0P_
min in group asynchronous | 1 | 0.57 | tx_byte_idx[3]$_DFFE_PN0P_ | rst_n
hold / removal | 2 | 0.51 | tx_byte_idx[4]$_DFFE_PN0P_ | tx_byte_idx[4]$_DFFE_PN0P_
setup reg to reg | 6 | 0.27 | tx_byte_idx[2]$_DFFE_PN0P_ | tx_byte_idx[0]$_DFFE_PN0P_
[placed cells by master (no fill, tap or decap)]
cell,n
a211o_1,1
ha_1,2
and3_2,1
and3_1,1
and2b_2,1
dfrtp_1,12
xnor2_1,1
nor2b_1,2
or2_2,1
a21o_2,1
nor3_1,1
o22ai_1,3
nor2_1,2
clkdlybuf4s50_1,9
clkbuf_8,3
o21a_2,1
nand2_1,1
a21oi_1,4
and2_1,2
dfstp_2,2
nand3_1,1
nor4b_4,2
nor3b_1,1
conb_1,32
o21ai_1,1
clkbuf_1,1
mux2i_1,1
inv_1,5
nand2b_1,1
[metrics by stage]
stage	utilization (%)	std cells
2_1_floorplan	-	115
3_3_place_gp	16.8	164
3_5_place_dp	16.8	164
4_1_cts	17.7	168
5_1_grt	17.7	168
6_report	17.7	168
[sequential cells by signal, indices dropped and copies added, names as in the netlist]
| name | count |
|---|---|
| uart_tx_inst.tx_state | 2 |
| rx_state | 2 |
| rx_fifo_en | 1 |
| tx_byte_idx | 5 |
| tx_state | 2 |
| tx_valid | 1 |
| tx_done | 1 |
[layout make-up]
class                      count  share of cell area, %
inverter                       5                   1.94
timing repair buffer           9                   9.31
clock buffer                   4                   4.66
sequential                    14                   36.5
multi-input combinational     64                   38.3
tap                           72                   9.31
