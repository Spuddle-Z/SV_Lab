==> design/flow/design.v <==
module expu (
  input  logic signed [7:0] y,
  input  logic signed [8:0] lnF,
  output logic [19:0]     exp_y
);
  logic signed [9:0] diff;
  assign diff = {{2{y[7]}}, y} - {lnF[8], lnF};
  logic signed [10:0] A;
  logic signed [10:0] B;
  logic signed [10:0] D;
  logic [10:0] F;
  logic [10:0] mult_result;
  assign A = {diff[9], diff};
  assign B = A >>> 1;           
  assign D = A >>> 4;           
  assign F = ~D;               
  assign mult_result = A + B + F + 11'd1;  
  logic signed [6:0] u_i;             
  logic [3:0] v_i;             
  assign u_i = mult_result[10:4];
  assign v_i = mult_result[3:0];
  localparam logic [7:0] LN2_SLOPE = 8'd11;  
  logic [25:0] mantissa;      
  assign mantissa = 26'd246 + (v_i * LN2_SLOPE);  
  logic [25:0] scaled;
  assign scaled = (u_i >= 0) ? (mantissa <<< u_i) : (mantissa >>> -u_i);
  always_comb begin
    if (|scaled[25:20]) begin
      exp_y = 20'hFFFFF;
    end else begin
      exp_y = scaled[19:0];
    end
  end
endmodule
module add_tree (
  input  logic [19:0] in0,
  input  logic [19:0] in1,
  input  logic [19:0] in2,
  input  logic [19:0] in3,
  input  logic [19:0] in4,
  input  logic [19:0] in5,
  input  logic [19:0] in6,
  input  logic [19:0] in7,
  input  logic [19:0] in8,
  input  logic [19:0] in9,
  input  logic [19:0] in10,
  input  logic [19:0] in11,
  input  logic [19:0] in12,
  input  logic [19:0] in13,
  input  logic [19:0] in14,
  input  logic [19:0] in15,
  output logic [23:0] sum     
);
  logic [20:0] s0, s1, s2, s3, s4, s5, s6, s7;
  logic [21:0] t0, t1, t2, t3;
  logic [22:0] u0, u1;
  assign s0 = in0  + in1;
  assign s1 = in2  + in3;
  assign s2 = in4  + in5;
  assign s3 = in6  + in7;
  assign s4 = in8  + in9;
  assign s5 = in10 + in11;
  assign s6 = in12 + in13;
  assign s7 = in14 + in15;
  assign t0 = s0 + s1;
  assign t1 = s2 + s3;
  assign t2 = s4 + s5;
  assign t3 = s6 + s7;
  assign u0 = t0 + t1;
  assign u1 = t2 + t3;
  assign sum = u0 + u1;
endmodule
module lnu (
  input  logic [23:0] F,       
  output logic signed [8:0] lnF  
);
  logic [4:0]  F1;             
  logic signed [4:0]  w;              
  logic [23:0] k;              
  logic [22:0] frac;
  logic signed [27:0] A;              
  logic signed [30:0] scaled;         
  logic signed [30:0] scaled_shift;   
  always_comb begin
    F1 = 5'd24;  
    for (int i = 0; i < 24; i++) begin
      if (F[23 - i] && (F1 == 5'd24)) begin
        F1 = i[4:0];
      end
    end
  end
  always_comb begin
    w    = 5'd15 - F1;
    k    = F << F1;
    frac = k[22:0];
    A    = {w, frac};
    scaled = (A >>> 1) + (A >>> 3) + (A >>> 4);
    scaled_shift = scaled >>> 19;  
    if (scaled_shift > 31'sd255) begin
      lnF = 9'sh0FF;  
    end else if (scaled_shift < -31'sd256) begin
      lnF = 9'sh100;  
    end else begin
      lnF = scaled_shift[8:0];
    end
  end
endmodule
module softmax (
  input  logic        clk,
  input  logic        rst_n,
  input  logic        start,
  input  logic [127:0] data_in,
  output logic [127:0] data_out,
  output logic        done
);
  typedef enum logic [1:0] {S_IDLE, S_PHASE0, S_PHASE1} sf_state_t;
  sf_state_t state, state_n;
  logic signed [7:0] y[15:0];
  genvar gi;
  generate
    for (gi = 0; gi < 16; gi++) begin : Y_LATCH
      always_ff @(posedge clk or negedge rst_n) begin
        if (!rst_n) y[gi] <= '0;
        else if (start && state == S_IDLE) y[gi] <= data_in[8*gi +: 8];
      end
    end
  endgenerate
  logic signed [8:0] ln_sel;
  logic [19:0]       exp_out[15:0];
  logic [23:0]       sum_exp;
  logic signed [8:0] ln_sum_wire;
  logic signed [8:0] ln_sum_reg;
  generate
    for (gi = 0; gi < 16; gi++) begin : EXP_SHARED
      expu u_expu (
        .y    (y[gi]),
        .lnF  (ln_sel),
        .exp_y(exp_out[gi])
      );
    end
  endgenerate
  add_tree u_add (
    .in0 (exp_out[0]),  .in1 (exp_out[1]),  .in2 (exp_out[2]),  .in3 (exp_out[3]),
    .in4 (exp_out[4]),  .in5 (exp_out[5]),  .in6 (exp_out[6]),  .in7 (exp_out[7]),
    .in8 (exp_out[8]),  .in9 (exp_out[9]),  .in10(exp_out[10]), .in11(exp_out[11]),
    .in12(exp_out[12]), .in13(exp_out[13]), .in14(exp_out[14]), .in15(exp_out[15]),
    .sum (sum_exp)
  );
  lnu u_ln (
    .F  (sum_exp),
    .lnF(ln_sum_wire)
  );
  always_comb begin
    case (state)
      S_PHASE1: ln_sel = ln_sum_reg;
      default:  ln_sel = 9'sd0;
    endcase
  end
  always_ff @(posedge clk or negedge rst_n) begin
    if (!rst_n) begin
      state      <= S_IDLE;
      ln_sum_reg <= '0;
      done       <= 1'b0;
    end else begin
      state <= state_n;
      done  <= 1'b0;
      if (state == S_PHASE0)
        ln_sum_reg <= ln_sum_wire;  
      if (state == S_PHASE1)
        done <= 1'b1;  
    end
  end
  always_comb begin
    state_n = state;
    case (state)
      S_IDLE:   state_n = (start ? S_PHASE0 : S_IDLE);
      S_PHASE0: state_n = S_PHASE1;
      S_PHASE1: state_n = S_IDLE;
      default:  state_n = S_IDLE;
    endcase
  end
  logic [127:0] data_out_next;
  generate
    for (gi = 0; gi < 16; gi++) begin : PACK_OUT
      assign data_out_next[8*gi +: 8] = (exp_out[gi][19:8] != 0) ? 8'hFF : exp_out[gi][7:0];
    end
  endgenerate
  always_ff @(posedge clk or negedge rst_n) begin
    if (!rst_n) begin
      data_out <= '0;
    end else if (state == S_PHASE1) begin
      data_out <= data_out_next;  
    end
  end
endmodule
module softmax_top (
  input  logic        clk,
  input  logic        rst_n,
  input  logic        softmax_en,
  input  logic        empty,
  input  logic [15:0] data_in,
  output logic        rd_en,
  input  logic        done,
  output logic        valid,
  output logic [127:0] data_out
);
  localparam int PACKET_NUM = 8;
  typedef enum logic [2:0] {
    ST_FILL,        
    ST_START_SF,    
    ST_WAIT_SF,     
    ST_OUTPUT       
  } sf_top_state_t;
  sf_top_state_t state, state_n;
  logic [$clog2(PACKET_NUM + 1)-1:0] pack_count, pack_count_n;
  logic [127:0] pack_buffer, pack_buffer_n;
  logic [127:0] data_out_n;
  logic rd_en_n;
  logic rd_cooldown, rd_cooldown_n;  
  logic valid_n;
  logic sf_start, sf_start_n;
  logic        sf_done;
  logic [127:0] sf_data_out;
  softmax u_softmax (
    .clk      (clk),
    .rst_n    (rst_n),
    .start    (sf_start),
    .data_in  (pack_buffer),
    .data_out (sf_data_out),
    .done     (sf_done)
  );
  always_ff @(posedge clk or negedge rst_n) begin
    if (!rst_n) begin
      state       <= ST_FILL;
      pack_count  <= '0;
      pack_buffer <= '0;
      data_out    <= '0;
      rd_en       <= 1'b0;
      rd_cooldown <= 1'b0;
      valid       <= 1'b0;
      sf_start    <= 1'b0;
    end else begin
      state       <= state_n;
      pack_count  <= pack_count_n;
      pack_buffer <= pack_buffer_n;
      data_out    <= data_out_n;
      rd_en       <= rd_en_n;
      rd_cooldown <= rd_cooldown_n;
      valid       <= valid_n;
      sf_start    <= sf_start_n;
    end
  end
  always_comb begin
    state_n       = state;
    pack_count_n  = pack_count;
    pack_buffer_n = pack_buffer;
    data_out_n    = data_out;
    rd_en_n       = 1'b0;
    rd_cooldown_n = rd_cooldown;
    valid_n       = 1'b0;
    sf_start_n    = 1'b0;
    case (state)
      ST_FILL: begin
        if (rd_cooldown)
          rd_cooldown_n = 1'b0;
        if (pack_count < PACKET_NUM) begin
          if (!empty && !rd_cooldown) begin
            rd_en_n       = 1'b1;
            pack_buffer_n = {data_in, pack_buffer[127:16]};
            pack_count_n  = pack_count + 1'b1;
            rd_cooldown_n = 1'b1;  
          end
        end else begin
          if (softmax_en) begin
            state_n = ST_START_SF;
          end else begin
            data_out_n = pack_buffer;
            state_n    = ST_OUTPUT;
          end
        end
      end
      ST_START_SF: begin
        sf_start_n = 1'b1;
        state_n    = ST_WAIT_SF;
      end
      ST_WAIT_SF: begin
        if (sf_done) begin
          pack_buffer_n = sf_data_out;
          data_out_n    = sf_data_out;
          valid_n       = 1'b1;  
          state_n       = ST_OUTPUT;
        end
      end
      ST_OUTPUT: begin
        rd_en_n = 1'b0;
        if (done) begin
          pack_count_n  = '0;
          pack_buffer_n = '0;
          state_n       = ST_FILL;
        end
      end
      default: begin
        state_n = ST_FILL;
      end
    endcase
  end
endmodule
==> design/flow/run.sh <==
#!/bin/bash
# OpenROAD 26Q1-2900-gdf79404cd8, Yosys 0.63+post, stock flow scripts
make -C /OpenROAD-flow-scripts/flow DESIGN_CONFIG=/design/flow/config.mk WORK_HOME=/design/flow/orfs finish
==> design/flow/config.mk <==
export PLATFORM = sky130hd
export DESIGN_NAME = softmax_top
export DESIGN_NICKNAME = softmax_top
export VERILOG_FILES = /design/flow/design.v
export SDC_FILE = /design/flow/constraint.sdc
export NUM_CORES = 4
export LEC_CHECK = 1
export CORE_UTILIZATION = 30
==> design/flow/constraint.sdc <==
current_design softmax_top

set clk_period 38.0
set clk_io_pct 0.2

create_clock -name clk0 -period $clk_period [get_ports {clk}]

set non_clock_inputs [all_inputs -no_clocks]
set_input_delay [expr $clk_period * $clk_io_pct] -clock clk0 $non_clock_inputs
set_output_delay [expr $clk_period * $clk_io_pct] -clock clk0 [all_outputs]
==> metrics.cfg <==
[power_and_ir_drop]
p_leak_nw = 36.4
p_per_area_nw_per_um2 = 30.4
ir_drop_v = 0.0000604
total_power_mw = 2.40

[synth]
synth_flops = 537
ys_seq_share_pct = 18.9
syn-cell-area_um2 = 71000
yosysWarnings = 7
synth-async-reset-ratio_pct = 100
top_cell_area_share_pct = 18.9
postSynthCellCount = 8829
ys_cells = 8829
edf_count = 0
ys_chip_area_um2 = 71000
yosysTopAreaCell = dfrtp_1
ys_dominant_reg_cell = dfrtp_1
syn_area_per_cell_um2 = 8.04
synth.area.top_cells = dfrtp_1, fa_1, ha_1
synth.distinct_cells = 98

[setup_path]
ff2ff_path_depth = 82
worstSetupPathType = flip-flop to flip-flop
worst-path-buf-inv = 14
cp_data_arrival_time_ns = 23.57
crit_fanout = 46
cp_common_cell = fa_1
end_kind = flip-flop
critPathMaxStageDelay_ns = 0.80
cp-start-kind = flip-flop
crit_family = AND-OR/OR-AND gates
cpMaxStageDelayCell = o32ai_1
critPathRequiredTime_ns = 38.59
cp.depth = 82

[timing]
setup_violations = 0
rsz0062_at_grt = no
fin_tns_setup_ns = 0
finalCritPeriodShare_pct = 60.5
max_freq_mhz = 43.5
clock_skew_ns = 0.0451
min_period_ns = 22.98
relSlewSlack_pct = 8.97
hold_viol = 0
slew_violations = 0
worst_pin_slew_ns = 1.35

[clock_tree]
htree_levels = 3
cts-root-buf = clkbuf_16
cts_resized = 0
path_clk_slew_ns = 0.06
clock_latency_ns = 0.72
cts_tree = built
cts_setup_buffers = 0
clockBufferDepth = 3
cts.sinks = 537
cts.hold.buffers_added = 0
cts_buffers = 69

[routing]
drt-wirelength-per-cell_um = 21.8
dr.pass1.iters = 8
vias = 64600
via_per_inst = 5.34
wl_mm = 264
drc = 0
ant_nets = 0
first_iter_violations = 5188

[place]
gp_congestion = 1.03
dp_hpwl_mm = 217
placed_area_um2 = 76700
portBuffers = 150

[outcome]
outcome = completed

[die]
rows = 178
boundaryPins = 151
die_area_um2 = 239000
core_area_um2 = 235000
die_h_um = 488
fp_util_pct = 30.2
die_width_um = 488

[final_layout]
postLayoutCellArea_um2 = 78900
final_layout_size_suffix_gt1_share_pct = 5.76
area_growth_pct = 11.2
fillers = 24100

[global_route]
grt_pass1_vias = 62400
gr-total-overflow = 0
antenna_found_initial = 7
grt_pass1_wl_mm = 398
grt_max_degree = 143
track_usage_pct = 22.8

[flow_run]
cap_violations = 0
warnings = 66

[min_path]
hold_depth = 0
min_path_type = flip-flop to flip-flop

kinds of logic after synthesis:
kind of cell             share of synthesized area, %
XOR/XNOR                                         5.44
buffers and inverters                            6.70
multiplexers                                     4.85
adder cells (fa/ha/maj)                          25.4
flip-flops                                       18.9
AND/OR/NAND/NOR                                  15.7
AND-OR/OR-AND                                    22.9
worst reg2reg max path: cells and delay by family (launching register included):
kind	cells	cell delay [ns]
xor gates and xnor gates	4	1.16
adders and majority gates	17	7.33
and+or+nand+nor	14	3.54
buffers and inverters	14	2.19
AOI/OAI and AO/OA	30	7.48
DFF	1	0.49
muxes	3	0.67
layout by cell type, fill, tap and decap left out, types with 43 or more instances in the layout:
cell type,netlist,routed
ha_1,654,654
dfrtp_1,535,533
o21bai_1,130,130
a211oi_1,72,70
clkbuf_16,0,69
o22ai_1,79,79
xor2_1,156,156
xnor2_1,285,285
a21oi_1,896,896
mux2_2,119,119
and3_1,43,43
nand2_1,834,827
a21o_1,233,233
nor2_1,1035,1034
nor2b_1,44,44
nand2b_1,74,74
buf_4,0,201
nand3_1,119,119
o22a_1,59,59
nor3_1,154,153
fa_1,491,491
o21ai_0,403,403
a22oi_1,182,182
inv_1,886,884
a31oi_1,91,91
mux2i_1,202,202
o211ai_1,63,63
and2_1,64,63
clkdlybuf4s50_1,0,149
path summary, 6_finish.rpt:
path | startpoint | end | slack (ns)
min in group asynchronous | rst_n | data_out[14] | 6.89
worst min register to register | state[2] | sf_start | 0.38
max in group asynchronous | rst_n | data_out[110] | 27.94
worst max register to register | u_softmax.state[1] | u_softmax.ln_sum_reg[6] | 15.02
worst max-delay path | u_softmax.state[1] | u_softmax.ln_sum_reg[6] | 15.02
worst min-delay path | state[2] | sf_start | 0.38
power by group:
| group | internal [mW] | leakage (nW) | switching, mW | total (mW) |
|---|---|---|---|---|
| clock network | 0.370 | 1.09 | 0.291 | 0.661 |
| logic | 0.333 | 28.5 | 0.465 | 0.798 |
| registers | 0.730 | 6.82 | 0.209 | 0.939 |
| total | 1.43 | 36.4 | 0.965 | 2.40 |
synthesized netlist by cell type, types with 27 or more instances:
master / count
o21bai_1: 130
o22a_1: 59
and3_1: 43
clkbuf_1: 325
nor4_1: 31
a21oi_1: 896
xnor2_1: 285
nand4_1: 36
o22ai_1: 79
mux2_2: 119
or3_1: 30
a22oi_1: 182
a31oi_1: 91
ha_1: 654
xor2_1: 156
a211oi_1: 72
and2_1: 64
fa_1: 491
nand3_1: 119
dfrtp_1: 535
buf_1: 30
o32a_1: 27
inv_1: 886
nor3_1: 154
nor2_1: 1035
nand2_1: 834
a21o_1: 233
nor2b_1: 44
o21a_1: 38
mux2i_1: 202
or2_2: 38
o21ai_0: 403
nand2b_1: 74
o211ai_1: 63
metrics by stage:
step	hold slack [ns]	std cells	setup WS (ns)	utilization (%)
after floorplan	0.347	8829	17.29	-
after global placement	0.373	12000	15.32	32.6
after detailed placement	0.369	12000	15.40	32.6
after CTS	0.382	12100	15.30	33.5
after global routing	0.400	12100	13.59	33.6
final	0.382	12100	15.02	33.6
per-layer routing:
metal | global-route usage [%] | up-vias | wire, um
li1 | - | 30900 | -
met1 | 32.1 | 31000 | 114000
met2 | 33.3 | 2317 | 114000
met3 | 6.75 | 384 | 23600
met4 | 8.62 | 2 | 12600
met5 | 0 | - | 11
area by class of cell:
cell class | count | area, um2 | share of cell area, %
Antenna cell | 2 | 5.00 | 0.00634
Clock buffer | 98 | 1940 | 2.45
Clock inverter | 26 | 312 | 0.395
Inverter | 892 | 3350 | 4.24
Multi-Input combinational cell | 7033 | 52800 | 67.0
Sequential cell | 537 | 13400 | 17.0
Tap cell | 3150 | 3940 | 4.99
Timing Repair Buffer | 354 | 3080 | 3.90
No activity file was given, so power comes from the tool's default toggle rates.
